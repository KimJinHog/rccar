`./design.v`:
```
`timescale 1ns / 1ps
module SR04_Sensor(
	input clk,   
	input reset,	 
	output reg UltraSonic_OutPulse,
	input UltraSonic_InPulse,
	output reg [31:0]echo_cnt
    );
reg [3:0]trigger_state = 4'd5;
reg [31:0]trigger_cnt = 0;
reg [31:0]timeout_cnt = 0;
reg [31:0]reset_cnt = 0;
always@(posedge clk)
begin
		case(trigger_state)
		5:
		begin
			if(reset_cnt == 32'd50000)
			begin
				trigger_state <= 4'd0;
				trigger_cnt <= 32'd0;
				UltraSonic_OutPulse <= 1'b0;
			end
			else reset_cnt <= reset_cnt + 1'b1;
		end
		0:
			begin
			trigger_state <= 4'd1;
			UltraSonic_OutPulse <= 1'b1;
			end 
		1:
			begin
				if(trigger_cnt >= 32'd500)
				begin
					UltraSonic_OutPulse <= 1'b0;
					trigger_cnt <= 32'd0;
					trigger_state <= 4'd3;
				end 
				else trigger_cnt <= trigger_cnt + 1'b1;
			end
		3:
		begin
			if(tick_r)
			begin
				trigger_state <= 4'd4;
			end 
			else if(trigger_cnt >= 32'd100000000)
				begin
					trigger_state <= 4'd0;
					trigger_cnt <= 32'd0;
				end 
			else trigger_cnt <= trigger_cnt + 1'b1;
		end 
		4:
		begin
			if(trigger_cnt >= 32'd1000000)
				begin
					trigger_state <= 4'd0;
					trigger_cnt <= 32'd0;
				end 
			else trigger_cnt <= trigger_cnt + 1'b1;
		end 
		endcase 
end
reg [3:0]echo_state = 4'd3;
reg [31:0]echo_trigger_cnt = 0;
reg [31:0]reset2_cnt = 0;
always@(posedge clk)
begin
		case(echo_state)
		3:
		begin
			if(reset2_cnt == 32'd50000)
			begin
				echo_state <= 4'd0;
				echo_trigger_cnt <= 31'd0;
			end
			else reset2_cnt <= reset2_cnt + 1'b1;
		end 
		0:
			begin
				if(UltraSonic_InPulse)
				begin
					echo_state <= 4'd1;
				end 
			end
		1:
		begin
				if(!UltraSonic_InPulse)
			begin
				echo_state <= 4'd2;
				echo_cnt <= echo_trigger_cnt;
			end 
			else echo_trigger_cnt <= echo_trigger_cnt + 1'b1;
		end 
		2:
		begin
			echo_state <= 4'd0;
			echo_trigger_cnt <= 32'd0;
		end 
		endcase 
end	
wire tick;
reg tick_r=0;
assign tick = (echo_state== 4'd2)? 1'b1: 1'b0;
always@(posedge clk)
begin
if(reset)
tick_r <= 1'b0;
else 
tick_r <= tick;
end 
endmodule
```
`./run.sh`:
```
#!/bin/bash
# OpenROAD 26Q1-2900-gdf79404cd8, Yosys 0.63+post, stock flow scripts
make -C /OpenROAD-flow-scripts/flow DESIGN_CONFIG=/design/flow/config.mk WORK_HOME=/design/flow/orfs finish
```
`./config.mk`:
```
export PLATFORM = sky130hd
export DESIGN_NAME = SR04_Sensor
export DESIGN_NICKNAME = SR04_Sensor
export VERILOG_FILES = /design/flow/design.v
export SDC_FILE = /design/flow/constraint.sdc
export NUM_CORES = 4
export LEC_CHECK = 1
export CORE_UTILIZATION = 40
```
`./constraint.sdc`:
```
current_design SR04_Sensor

set clk_period 10.6
set clk_io_pct 0.2

create_clock -name clk0 -period $clk_period [get_ports {clk}]

set non_clock_inputs [all_inputs -no_clocks]
set_input_delay [expr $clk_period * $clk_io_pct] -clock clk0 $non_clock_inputs
set_output_delay [expr $clk_period * $clk_io_pct] -clock clk0 [all_outputs]
```
==> flow_results.xml <==
<?xml version="1.0" encoding="UTF-8"?>
<metrics>
  <group name="synthesis">
    <metric name="post_synth.cell_area_avg" unit="um^2">12.42</metric>
    <metric name="post_synth_most_frequent_cells" unit="">sky130_fd_sc_hd__edfxtp_1, sky130_fd_sc_hd__nor2_1, sky130_fd_sc_hd__xor2_1, sky130_fd_sc_hd__xnor2_1, sky130_fd_sc_hd__nand3_1</metric>
    <metric name="ys_area" unit="mm^2">0.007976</metric>
    <metric name="synth.cellmix.simpleShare" unit="">0.1944</metric>
    <metric name="most_common_cell" unit="">sky130_fd_sc_hd__edfxtp_1</metric>
    <metric name="post_synth_xor_area_fraction" unit="">0.1175</metric>
    <metric name="synthTopCellsByArea" unit="">sky130_fd_sc_hd__edfxtp_1, sky130_fd_sc_hd__xor2_1, sky130_fd_sc_hd__xnor2_1</metric>
    <metric name="yosys_register_bits" unit="">167</metric>
    <metric name="synth-async-reset-ratio" unit="">0</metric>
    <metric name="synthesis.instances" unit="">642</metric>
    <metric name="yosysWarningCount" unit="">1</metric>
    <metric name="topCombFamilyByArea" unit="">simple AND/OR/NAND/NOR gates</metric>
    <metric name="synth-seq-area-share" unit="">0.6275</metric>
    <metric name="synth.lib_cells_used.distinct" unit="">47</metric>
    <metric name="enable_flop_cells" unit="">166</metric>
    <metric name="fraction_of_synthesized_area_in_multiplexers" unit="">0</metric>
    <metric name="share_of_yosys_cell_area_claimed_by_the_top_area_cell_type" unit="">0.6249</metric>
    <metric name="aoi_share" unit="">0.03153</metric>
    <metric name="top_area_cell" unit="">sky130_fd_sc_hd__edfxtp_1</metric>
    <metric name="ys_cells" unit="">642</metric>
    <metric name="ff_type" unit="">sky130_fd_sc_hd__edfxtp_1</metric>
    <metric name="synth_adder_area_share" unit="">0.01098</metric>
    <metric name="post_synth_instance_area" unit="mm^2">0.007976</metric>
  </group>
  <group name="flow_run">
    <metric name="warnings" unit="">29</metric>
    <metric name="maxCapViolations" unit="">0</metric>
  </group>
  <group name="clocking">
    <metric name="h_tree_depth_reported_by_cts" unit="">4</metric>
    <metric name="cts_tree" unit="">yes</metric>
    <metric name="worst_skew_pair_later_pin_latency" unit="ns">0.42</metric>
    <metric name="cts-root-to-sink-buffers" unit="">2</metric>
    <metric name="postCtsSetupBuffers" unit="">0</metric>
    <metric name="cts.sinks" unit="">167</metric>
    <metric name="clock_tree.root_cell" unit="">sky130_fd_sc_hd__clkbuf_16</metric>
    <metric name="post_cts_repair_resize_count" unit="">0</metric>
    <metric name="cts_made_buffers" unit="">17</metric>
    <metric name="clk_pin_slew_worst_paths" unit="ns">0.07</metric>
    <metric name="ctsHoldBuffers" unit="">0</metric>
  </group>
  <group name="grt">
    <metric name="overall_global_routing_resource_usage" unit="">0.1514</metric>
    <metric name="grt_first_pass_wirelength" unit="um">23190</metric>
    <metric name="overflow" unit="">0</metric>
    <metric name="grt_pass1_vias" unit="">4786</metric>
    <metric name="antenna_found_initial" unit="">0</metric>
    <metric name="grt_max_degree" unit="">34</metric>
  </group>
  <group name="layout">
    <metric name="layout-area-overhead-vs-synth" unit="%">16.72</metric>
    <metric name="layout-drive-gt1-share" unit="">0.07649</metric>
    <metric name="fillCellCount" unit="">1688</metric>
    <metric name="non_filler_cells_final" unit="">971</metric>
  </group>
  <group name="min_path">
    <metric name="timing.hold.worst.class" unit="">reg2reg</metric>
    <metric name="hold_path_depth" unit="">0</metric>
    <metric name="holdCritStartpoint" unit="">echo_trigger_cnt[31]</metric>
    <metric name="worst_hold_endpoint" unit="">echo_cnt[31]</metric>
  </group>
  <group name="setup_path">
    <metric name="worstReg2RegEnd" unit="">trigger_state[1]</metric>
    <metric name="path_delay_family" unit="">buffers and inverters</metric>
    <metric name="critPathMaxFanout" unit="">1</metric>
    <metric name="worstPathRequired" unit="ns">8.48</metric>
    <metric name="crit_path_cell_trace" unit="">clkdlybuf4s50_1</metric>
    <metric name="worstRegToRegCells" unit="">7</metric>
    <metric name="path_buffers" unit="">1</metric>
    <metric name="path_class" unit="">reg2out</metric>
    <metric name="rrSetupSlack" unit="ns">8.06</metric>
    <metric name="critPathSlowestCell" unit="">sky130_fd_sc_hd__clkdlybuf4s50_1</metric>
    <metric name="crit_path_start_kind" unit="">flop</metric>
    <metric name="critical_path.max_stage_delay" unit="ns">0.48</metric>
    <metric name="critical_path_arrival" unit="ns">1.27</metric>
    <metric name="critical_path.endpoint_type" unit="">primary output</metric>
    <metric name="rr_startpoint" unit="">reset_cnt[0]</metric>
  </group>
  <group name="timing">
    <metric name="rsz0062_at_grt" unit="">no</metric>
    <metric name="slew_headroom" unit="">0.3904</metric>
    <metric name="totalNegativeSetupSlack" unit="ns">0</metric>
    <metric name="final-hold-violation-count" unit="">0</metric>
    <metric name="worst_slew_pin_slew" unit="ns">0.9060</metric>
    <metric name="timing.final.crit_share" unit="">0.3202</metric>
    <metric name="setup_slack" unit="ns">7.205</metric>
    <metric name="fmax" unit="MHz">294.6</metric>
    <metric name="final_max_slew_viol_count" unit="">0</metric>
    <metric name="finalCriticalPeriod" unit="ns">3.395</metric>
    <metric name="setup-violations-final" unit="">0</metric>
    <metric name="clock_skew" unit="ns">0.008535</metric>
  </group>
  <group name="routing">
    <metric name="detail_route.drc_violations" unit="">0</metric>
    <metric name="num_antenna_cells" unit="">0</metric>
    <metric name="drt-wirelength-per-cell" unit="um">14.30</metric>
    <metric name="totalWireLength" unit="um">13890</metric>
    <metric name="ant_nets" unit="">0</metric>
    <metric name="num_vias" unit="">5044</metric>
    <metric name="vias_per_cell" unit="">5.195</metric>
    <metric name="drtPass1Iterations" unit="">4</metric>
    <metric name="initialDrtViolationCount" unit="">375</metric>
  </group>
  <group name="placed_design">
    <metric name="place_inst" unit="">939</metric>
    <metric name="buffer_ports.inserted" unit="">35</metric>
    <metric name="gpl.final_weighted_congestion" unit="">0.8162</metric>
    <metric name="pre_cts_slack" unit="ns">7.051</metric>
    <metric name="place_hpwl" unit="um">8988</metric>
  </group>
  <group name="power_and_ir_drop">
    <metric name="power_density" unit="mW/mm^2">259.0</metric>
    <metric name="leakagePower" unit="nW">3.034</metric>
    <metric name="share_seq_of_total_power" unit="">0.534</metric>
    <metric name="comb_power_share" unit="">0.197</metric>
    <metric name="power_switching_share" unit="">0.3268</metric>
    <metric name="net-switching-power" unit="W">0.0007879</metric>
    <metric name="vdd_drop_max" unit="uV">192.9</metric>
    <metric name="power_internal" unit="W">0.001623</metric>
    <metric name="clock_power_share" unit="">0.268</metric>
  </group>
  <group name="floorplan">
    <metric name="die_width" unit="um">143.2</metric>
    <metric name="boundaryPins" unit="">36</metric>
    <metric name="core_area" unit="mm^2">0.01953</metric>
    <metric name="die_area" unit="mm^2">0.02051</metric>
    <metric name="placement_rows" unit="">51</metric>
    <metric name="fp-utilization" unit="">0.4085</metric>
    <metric name="die_h" unit="um">143.2</metric>
  </group>
  <group name="outcome">
    <metric name="outcome" unit="">complete, no violations</metric>
  </group>
</metrics>
-- flip-flops by register name, summed over array words and instances, names as in the netlist --
name,flops
trigger_cnt,32
echo_state,2
UltraSonic_OutPulse,1
trigger_state,3
tick_r,1
echo_trigger_cnt,32
reset2_cnt,32
reset_cnt,32
echo_cnt,32
-- worst register-to-register path, delay by kind of cell, from the launching register on --
| kind | cells | cell delay (ns) |
|---|---|---|
| AOI/OAI and AO/OA | 2 | 0.63 |
| adders and majority gates | 1 | 0.16 |
| buffers and inverters | 1 | 0.10 |
| DFF | 1 | 0.41 |
| and+or+nand+nor | 3 | 0.91 |
-- layer usage --
layer,part of all wire,GRT usage,vias to the layer above
met4,0.0063,0.01008,0
met1,0.49,0.2513,2436
li1,-,-,2480
met3,0.066,0.05396,5
met2,0.44,0.2167,123
met5,0,0,-
-- layout make-up --
| class | count | area [um^2] | share of cell area |
|---|---|---|---|
| Inverter | 19 | 71.32 | 0.007660 |
| Timing Repair Buffer | 44 | 417.9 | 0.04489 |
| Clock buffer | 17 | 425.4 | 0.04569 |
| Tap cell | 265 | 331.6 | 0.03561 |
| Multi-Input combinational cell | 444 | 2856 | 0.3068 |
| Sequential cell | 167 | 5005 | 0.5376 |
| Clock inverter | 15 | 202.7 | 0.02177 |
-- cell usage in the layout (no fill, tap or decap), types with 4 or more instances in the layout --
cell type and instances:
sky130_fd_sc_hd__edfxtp_1 166, sky130_fd_sc_hd__nor2_1 68, sky130_fd_sc_hd__xor2_1 56, sky130_fd_sc_hd__xnor2_1 51, sky130_fd_sc_hd__nand3_1 45, sky130_fd_sc_hd__nand2_1 41
sky130_fd_sc_hd__clkdlybuf4s50_1 35, sky130_fd_sc_hd__nand4_1 34, sky130_fd_sc_hd__nor3_1 25, sky130_fd_sc_hd__inv_1 19, sky130_fd_sc_hd__and3_1 17, sky130_fd_sc_hd__clkbuf_16 17
sky130_fd_sc_hd__nor4_1 13, sky130_fd_sc_hd__and4_1 12, sky130_fd_sc_hd__a21oi_1 10, sky130_fd_sc_hd__o21ai_0 10, sky130_fd_sc_hd__buf_4 9, sky130_fd_sc_hd__or3_1 8
sky130_fd_sc_hd__ha_1 7, sky130_fd_sc_hd__inv_8 6, sky130_fd_sc_hd__nor2b_1 5, sky130_fd_sc_hd__conb_1 5, sky130_fd_sc_hd__and2_1 4
-- stage by stage --
stage               total power (W)    util  cell area, um^2  hold WS, ns
floorplan                  0.001576       -             7991       0.4264
global placement           0.001754  0.4446             8682       0.4589
detailed placement         0.001771  0.4446             8682       0.4557
CTS                        0.002427  0.4768             9310       0.4782
global route               0.002550  0.4768             9310       0.4960
finish                     0.002411  0.4768             9310       0.4777
-- power by group through the flow --
stage	registers (W)	logic (W)	clock network, W
CTS	0.00129	0.000478	0.000661
global route	0.00133	0.000533	0.000688
finish	0.00129	0.000476	0.000647
-- cell families (layout without fill, tap and decap cells) --
family          Yosys count  after routing
other cells               1              5
fa+ha+maj                 7              7
compound gates           35             35
xor+xnor                107            107
flops                   167            167
simple gates            290            290
buf+inv                  35             95
-- how the worst max path moves through the flow --
stage	from	end	slack, ns	depth (start not counted)
CTS	echo_cnt[2]	echo_cnt[2]	7.18	1
global route	echo_cnt[2]	echo_cnt[2]	7.13	1
finish	echo_cnt[2]	echo_cnt[2]	7.21	1
Power is estimated from default activity; no workload was simulated.
